`flow/run.sh`:
```
#!/bin/bash
# OpenROAD 26Q1-2900-gdf79404cd8, Yosys 0.63+post, stock flow scripts
make -C /OpenROAD-flow-scripts/flow DESIGN_CONFIG=/design/flow/config.mk WORK_HOME=/design/flow/orfs finish
```
`flow/config.mk`:
```
export PLATFORM = sky130hd
export DESIGN_NAME = COUNTER
export DESIGN_NICKNAME = COUNTER
export VERILOG_FILES = /design/flow/design.v
export SDC_FILE = /design/flow/constraint.sdc
export NUM_CORES = 4
export LEC_CHECK = 1
export CORE_AREA = 10 10 112 112
export DIE_AREA = 0 0 122 122
```
`flow/constraint.sdc`:
```
current_design COUNTER

set clk_period 1.1
set clk_io_pct 0.2

create_clock -name clk0 -period $clk_period [get_ports {CLK}]
create_clock -name clk1 -period $clk_period [get_ports {CLK_FF}]

set non_clock_inputs [all_inputs -no_clocks]
set_input_delay [expr $clk_period * $clk_io_pct] -clock clk0 $non_clock_inputs
set_output_delay [expr $clk_period * $clk_io_pct] -clock clk0 [all_outputs]
```
`flow/design.v`:
```
module COUNTER (CLK, RST, CLK_FF, D_FF, COUNT, COUNT_EN);
    input            CLK, RST;
    input            CLK_FF, D_FF;
    output reg [7:0] COUNT;
    output           COUNT_EN;
    reg              q_ff, max_set;
    reg        [8:0] cur_count;
    reg        [8:0] max;
    reg        [2:0] set_hist;
    always @(posedge CLK_FF) begin
        q_ff <= D_FF;
    end
    always @(posedge CLK_FF) begin
        if (RST) begin
            cur_count <= 9'h000;
            max       <= 9'h000;
            max_set   <= 1'b0;
        end else if (q_ff) begin
            cur_count <= (cur_count + 1'b1) | (cur_count & 9'h100);
            max_set   <= 1'b0;
        end else begin
            cur_count <= 9'h000;
            max_set   <= 1'b1;
            if (cur_count != 9'h000) begin
                max       <= cur_count;
            end
        end
    end
    assign COUNT_EN = ~ set_hist[2] & set_hist[1];
    always @(posedge CLK) begin
        if (RST) begin
            set_hist  <= 3'b000;
            COUNT     <= 8'h00;
        end else begin
            set_hist  <= {set_hist[1:0], max_set};
            if (set_hist[0]) begin
                COUNT     <= (max[8]) ? 8'hff : max[7:0];
            end
        end
    end
endmodule
```
==> impl_metrics.json <==
{
  "fillers": 1110,
  "port_buffers": 11,
  "ctsHoldBuffers": 0,
  "slew_headroom_pct": 81.5,
  "grt_pass1_wl_um": 4550,
  "grt-ovfl-total": 0,
  "fin_worst_skew_ns": 0.00237,
  "cts_tree": "built",
  "regArea_um2": 649,
  "rsz0062_at_grt": "yes",
  "edf_count": 0,
  "tns_ns": -1.21,
  "syn_inst": 122,
  "ys_seq_share_pct": 51.6,
  "final_hold_viol_count": 0,
  "finalMaxSlewViolations": 0,
  "cp_max_fo": 7,
  "floorplan.core_util_pct": 11.8,
  "drt-total-wl_um": 2700,
  "peakVddDrop_uv": 656,
  "synthFlopType": "dfxtp_1",
  "dp_cells": 286,
  "path_clk_slew_ns": 0.07,
  "antenna_found_initial": 0,
  "ant_nets": 0,
  "crit_type": "flip-flop to flip-flop",
  "gp_congestion": 0.762,
  "yosysTopAreaCell": "dfxtp_1",
  "openroad.warnings": 30,
  "comb_area_um2": 609,
  "fin_ws_ns": -0.118,
  "p_leak_nw": 0.745,
  "coreArea_mm2": 0.0102,
  "slowest_delay_ns": 0.36,
  "grt_max_degree": 11,
  "crit_chain": "inv_2, ha_4, nor4b_4, buf_6, nand3_1, a21oi_2",
  "avgSynthCellArea_um2": 9.87,
  "firstDrtPassIters": 4,
  "dpl.hpwl_um": 1960,
  "worst_ep_arrival_time_ns": 1.41,
  "cts.sinks": 31,
  "utilization_pct": 18.7,
  "synth_chip_area_mm2": 0.00120,
  "end_kind": "flip-flop",
  "slowest_stage": "dfxtp_4",
  "synth_area_mm2": 0.00120,
  "drt-initial-drc-count": 70,
  "drive_above_1_share_pct": 45.8,
  "vias_per_cell": 3.34,
  "die_area_mm2": 0.0149,
  "drc": 0,
  "fp.dieH_um": 122,
  "synth-seq-cells": 31,
  "gr-usage-all-layers_pct": 3.64,
  "yosysMostFrequentCell": "dfxtp_1",
  "critPathLaunchType": "flip-flop",
  "ys_warn_count": 1,
  "ys_cells": 122,
  "ys_types": 28,
  "worst_slew_pin_slew_ns": 0.278,
  "vias": 1009,
  "max-cap-violations": 0,
  "synth-async-reset-ratio_pct": 0,
  "outcome": "finished, violations left",
  "area_leaders": "dfxtp_1, mux2i_1, nor2_1",
  "crit_required_ns": 1.29,
  "dp_slack_ns": -0.117,
  "violations": "negative setup slack",
  "synth_top_area_share_pct": 51.6,
  "diodes": 0,
  "netlist_top_cells_count": "dfxtp_1, nor2_1, nand3_1",
  "fin_total_pwr_mw": 2.20,
  "area_growth_pct": 59.0,
  "powerDensity_mw_per_mm2": 1150,
  "io-pin-count": 13,
  "finalNonFillerCells": 302,
  "hold_class": "primary input to flip-flop",
  "grt_pass1_vias": 986,
  "num_rows": 37,
  "setup_viol": 14,
  "wl_per_cell_um": 8.93,
  "die_x_um": 122
}
==> flip-flops by register name (all words and copies together) (netlist names) <==
signal     count
max_set        1
COUNT          8
max            9
cur_count      9
set_hist       3
q_ff           1
==> placed cells by master (no fill, tap or decap), types with 2 or more instances in the layout <==
| cell | instances |
|---|---|
| dfxtp_1 | 16 |
| dfxtp_4 | 4 |
| nand2_1 | 2 |
| a21oi_2 | 7 |
| dfxtp_2 | 11 |
| buf_4 | 28 |
| mux2i_1 | 9 |
| nand3_2 | 4 |
| buf_6 | 2 |
| o22ai_1 | 8 |
| clkbuf_8 | 6 |
| inv_2 | 2 |
| clkdlybuf4s50_1 | 2 |
| buf_12 | 3 |
| nor2b_1 | 5 |
| a21oi_1 | 3 |
| xor2_1 | 2 |
| dlygate4sd2_1 | 8 |
| nand2b_1 | 6 |
| nand3_1 | 6 |
| nor2_1 | 14 |
==> worst max-delay path: cells and delay by family, from the launching register on <==
kind	cells	cell delay, ns
buffers and inverters	2	0.24
AND-OR/OR-AND	1	0.12
flip-flops	1	0.36
adder cells (fa/ha/maj)	1	0.12
AND/OR/NAND/NOR	2	0.33
==> layout make-up <==
class	instances	share of cell area [%]
Sequential cell	31	33.9
Multi-Input combinational cell	81	31.8
Timing Repair Buffer	44	20.3
Tap cell	136	8.89
Clock buffer	7	4.51
Inverter	3	0.588
==> power by group <==
group          switching (mW)  internal [mW]  leakage [nW]
Sequential             0.0150           1.15         0.260
Clock                   0.353          0.496        0.0443
Combinational          0.0782          0.115         0.441
Total                   0.446           1.76         0.745
==> layer usage <==
layer / GRT usage [%] / wire length (um) / up-vias
met5: 0 / 0 / -
met4: 1.04 / 39 / 0
met3: 1.27 / 204 / 4
met2: 5.59 / 1200 / 19
met1: 4.75 / 1260 / 470
li1: - / - / 516
==> final timing paths <==
| path | startpoint | to | slack, ns | cells after the start |
|---|---|---|---|---|
| setup / recovery | cur_count[0] | max[4] | -0.12 | 6 |
| hold / removal | D_FF | q_ff | 0.42 | 1 |
| setup reg to reg | cur_count[0] | max[4] | -0.12 | 6 |
| hold reg to reg | set_hist[1] | set_hist[2] | 0.46 | 1 |
| max in group clk0 | COUNT[7] | COUNT[7] | 0.11 | 1 |
| min in group clk0 | set_hist[1] | set_hist[2] | 0.46 | 1 |
==> metrics by stage <==
step | area, um^2 | hold slack, ns
after floorplan | 1230 | 0.248
after CTS | 1850 | 0.418
after global placement | 1700 | 0.423
after global routing | 1910 | 0.418
final | 1910 | 0.416
after detailed placement | 1700 | 0.426
==> logic make-up (layout without fill, tap and decap cells) <==
group | count (synthesis) | after routing | synth area share (%)
DFF | 31 | 31 | 51.6
muxes | 9 | 9 | 7.48
buffers and inverters | 10 | 54 | 3.33
xor gates and xnor gates | 3 | 3 | 2.18
adders and majority gates | 2 | 2 | 2.08
and+or+nand+nor | 45 | 45 | 22.2
AOI/OAI and AO/OA | 22 | 22 | 11.1
==> repair_timing <==
item                                    4_1_cts  5_1_grt
gates resized                                21       17
pin swaps                                     1        8
endpoints found under the setup margin       22       15
cloned                                        0        0
buffers inserted                              8        1
Power and IR drop assume default switching activity.
